### run.sh
#!/bin/bash
# OpenROAD 26Q1-2900-gdf79404cd8, Yosys 0.63+post, stock flow scripts
make -C /OpenROAD-flow-scripts/flow DESIGN_CONFIG=/design/flow/config.mk WORK_HOME=/design/flow/orfs finish
### config.mk
export PLATFORM = sky130hd
export DESIGN_NAME = TIMER_Periph
export DESIGN_NICKNAME = TIMER_Periph
export VERILOG_FILES = /design/flow/design.v
export SDC_FILE = /design/flow/constraint.sdc
export NUM_CORES = 4
export LEC_CHECK = 1
export CORE_UTILIZATION = 50
### constraint.sdc
current_design TIMER_Periph

set clk_period 4.8
set clk_io_pct 0.2

create_clock -name clk0 -period $clk_period [get_ports {PCLK}]

set non_clock_inputs [all_inputs -no_clocks]
set_input_delay [expr $clk_period * $clk_io_pct] -clock clk0 $non_clock_inputs
set_output_delay [expr $clk_period * $clk_io_pct] -clock clk0 [all_outputs]
### design.v
`timescale 1ns / 1ps
module TIMER_Periph(
    input  logic        PCLK,
    input  logic        PRESET,
    input  logic [ 3:0] PADDR,
    input  logic [31:0] PWDATA,
    input  logic        PWRITE,
    input  logic        PENABLE,
    input  logic        PSEL,
    output logic [31:0] PRDATA,
    output logic        PREADY
);
    logic        en;
    logic        clear;
    logic [31:0] psc;
    logic [31:0] arr;
    logic [31:0] tcnt;
    APB_SlaveIntf_TIMER U_APB_SlaveIntf_TIMER(.*);
    TIMER               U_TIMER(.*);
endmodule
module APB_SlaveIntf_TIMER (
    input  logic        PCLK,
    input  logic        PRESET,
    input  logic [ 3:0] PADDR,
    input  logic [31:0] PWDATA,
    input  logic        PWRITE,
    input  logic        PENABLE,
    input  logic        PSEL,
    output logic [31:0] PRDATA,
    output logic        PREADY,
    output logic        en,
    output logic        clear,
    output logic [31:0] psc,
    output logic [31:0] arr,
    input  logic [31:0] tcnt
);
    logic [31:0] slv_reg0, slv_reg1, slv_reg2, slv_reg3;
    assign en             = slv_reg0[0];
    assign clear          = slv_reg0[1];
    assign slv_reg1[31:0] = tcnt;
    assign psc = slv_reg2;
    assign arr = slv_reg3;
    always_ff @(posedge PCLK, posedge PRESET) begin
        if (PRESET) begin
            slv_reg0 <= 0;
            slv_reg2 <= 0;
            slv_reg3 <= 0;
        end else begin
            if (PSEL && PENABLE) begin
                PREADY <= 1'b1;
                if (PWRITE) begin
                    case (PADDR[3:2])
                        2'd0: slv_reg0 <= PWDATA;
                        2'd2: slv_reg2 <= PWDATA;
                        2'd3: slv_reg3 <= PWDATA;
                    endcase
                end else begin
                    PRDATA <= 32'bx;
                    case (PADDR[3:2])
                        2'd0: PRDATA <= slv_reg0;
                        2'd1: PRDATA <= slv_reg1;
                        2'd2: PRDATA <= slv_reg2;
                        2'd3: PRDATA <= slv_reg3;
                    endcase
                end
            end else begin
                PREADY <= 1'b0;
            end
        end
    end
endmodule
module TIMER (
    input  logic        PCLK,
    input  logic        PRESET,
    input  logic        en,
    input  logic        clear,
    input  logic [31:0] psc,
    input  logic [31:0] arr,
    output logic [31:0] tcnt
);
    logic tim_tick;
    prescaler U_prescaler(.*);
    tim_counter U_tim_counter(.*);    
endmodule
module prescaler (
    input  logic        PCLK,
    input  logic        PRESET,
    input  logic        en,
    input  logic        clear,
    input  logic [31:0] psc,
    output logic        tim_tick
);
    logic [31:0] counter;
    always_ff @(posedge PCLK, posedge PRESET) begin
        if (PRESET) begin
            counter  <= 0;
            tim_tick <= 0;
        end
        else begin
            if (en) begin
                if  (counter == psc) begin
                    counter  <= 0;
                    tim_tick <= 1'b1;
                end
                else begin
                    counter  <= counter + 1;
                    tim_tick <= 1'b0;
                end
                if (clear) begin
                    counter  <= 0;
                    tim_tick <= 1'b0;
                end
            end
        end
    end
endmodule
module tim_counter (
    input  logic        PCLK,
    input  logic        PRESET,
    input  logic        clear,
    input logic         tim_tick,
    input  logic [31:0] arr,
    output logic [31:0] tcnt
);
    always_ff @( posedge PCLK, posedge PRESET ) begin 
        if (PRESET) begin
            tcnt <= 0;
        end
        else begin
            if(tim_tick) begin
                if (tcnt == arr) begin
                    tcnt <= 0;
                end
                else begin
                    tcnt <= tcnt + 1;
                end
                if (clear) begin
                    tcnt <= 0;
                end
            end
        end
    end  
endmodule
==> qor.yml <==
fmax_ghz: 0.315
postRouteAntennaNets: 0
critPathCaptureType: "flip-flop"
drt-pass1-iter-count: 5
wl_met1_microns: 11100
synth.yosys.seq_area_share: 0.511
place.detailed.hpwl_microns: 16800
timing.critical_path.required_ns: 5.06
ys.flop_type: "dfrtp_1"
timing.rr.start: "U_TIMER.U_tim_counter.tcnt[14]"
count_of_warnings_emitted_by_yosys: 3
route.final.wire_length_microns: 24500
max_slew.worst_pin.slew_ns: 0.763
clock_tree.htree_level_count: 4
tritoncts: "built"
dr_vias: 6737
core-area_sq_um: 19000
final_wtd_congestion: 0.874
worst_r2r_path_depth: 6
worst_ep_arrival_time_ns: 3.44
power.switching_fraction: 0.293
synth.avg_cell_area_sq_um: 12.2
peakVddDrop_v: 0.000255
enable_flop_cells: 33
first_global_vias: 6689
syn_std_cell_area_sq_um: 9820
maximum_number_of_pins_on_one_net_before_global_route_repair: 98
drive_above_1_share: 0.213
die_boundary_height_microns: 142
max_cap_viol_count: 0
ys_types: 61
numClockSinks: 194
drt-vias-per-instance: 5.97
r2r_slack_ns: 1.63
p_per_area_nw_per_um2: 376
maxSlewViolCount: 0
static-leakage-power_nw: 4.51
placement.io_buffers: 71
hold_violations: 0
rr_endpoint: "U_TIMER.U_tim_counter.tcnt[8]"
synth.yosys.num_cells: 802
fillCellCount: 1515
run_status: "finished, final reports clean"
cp_slowest_cell: "nor4_1"
syn2layout_area_growth_pct: 14.6
wl_met3_microns: 1770
pwr-share-comb: 0.180
seq_power_share: 0.511
place_worst_setup_slack_ns: 1.66
final-setup-viol-count: 0
detailroute.wirelength.met2_microns: 11100
number_of_buffers_added_by_the_clock_tree_synthesis_step: 17
finClkSkew_ns: 0.0122
clock_insertion_delay_worst_skew_ns: 0.43
fp.dieArea_sq_um: 20200
buffers_inserted_during_post_cts_setup_optimization: 0
crit_path_cell_trace: "xor2_1 -> nor4_1 -> nand4_1 -> o21a_1 -> nand2_1 -> o311ai_0"
tool_warnings: 27
worst-path-max-fanout: 20
fp.dieW_microns: 142
fp_util: 0.518
grt_usage: 0.276
timing.critical_path.slowest_cell_delay_ns: 0.70
clk_path_buf_depth: 2
postLayoutSetupSlackWorst_ns: 1.63
max_slew_margin: 0.487
synth.yosys.chip_area_sq_um: 9820
drtIter0Drc: 401
floorplan.io_pins: 74
core.rowCount: 50
hold_path_class: "flip-flop to flip-flop"
grt_first_pass_wirelength_microns: 38800
drc_errors: 0
post_synth_inst_count: 802
crit_type: "flip-flop to flip-flop"
min_from: "U_APB_SlaveIntf_TIMER.slv_reg0[8]"
grt_antenna_before_repair: 0
globalRoute.totalOverflow: 0
cts_resized: 0
crit_path_start_kind: "flip-flop"
avgRoutedWirePerCell_microns: 21.7
root_buffer: "clkbuf_16"
p_int_w: 0.00299
ys_ff: 194
setup_total_negative_slack_ns: 0
grt_setup_unrepaired: "no"
cts_hold_repair.buffers: 0
async_flop_share: 0.830
route.top_layer_used: "met4"
worstHoldPathCells: 1
clock_power_share: 0.309
post-route-min-period_ns: 3.17
netSwitchingPower_w: 0.00124
final.period_utilization: 0.661
diodes: 0
clk_transition_reported_paths_ns: 0.07
min_to: "U_APB_SlaveIntf_TIMER.slv_reg0[8]"
p_total_w: 0.00423
[cell type report]
type | instances | area (sq um) | area share
Tap cell | 260 | 325 | 0.0289
Clock buffer | 17 | 425 | 0.0378
Inverter | 35 | 135 | 0.0120
Timing Repair Buffer | 83 | 803 | 0.0713
Multi-Input combinational cell | 525 | 4440 | 0.395
Sequential cell | 194 | 5020 | 0.446
Clock inverter | 15 | 106 | 0.00945
[worst max-delay path by stage]
stage                                   from                        endpoint  slack, ns  depth (start not counted)
CTS           U_TIMER.U_tim_counter.tcnt[14]  U_TIMER.U_tim_counter.tcnt[10]       1.61                          6
global route   U_TIMER.U_tim_counter.tcnt[3]  U_TIMER.U_tim_counter.tcnt[31]       1.44                          6
finish        U_TIMER.U_tim_counter.tcnt[14]   U_TIMER.U_tim_counter.tcnt[8]       1.63                          6
[worst max-delay path: cells and delay by family (launching register included)]
kind	cells	cell delay, ns
DFF	1	0.50
xor gates and xnor gates	1	0.22
and+or+nand+nor	3	1.56
AOI/OAI and AO/OA	2	0.73
[layout by cell type, fill, tap and decap left out, types with 8 or more instances in the layout]
master,count
o21ai_0,22
nand3_1,51
dfrtp_1,161
xor2_1,32
nor2_1,25
nor2b_1,12
nand2_1,32
inv_1,33
nor4_1,12
mux4_2,32
clkbuf_16,17
o2bb2ai_1,10
buf_4,11
o31ai_1,15
o22ai_1,8
edfxtp_1,33
xnor2_1,32
mux2i_1,9
mux2_2,94
clkdlybuf4s50_1,69
a31oi_1,11
nand4_1,25
a21oi_1,11
and3_1,15
[cell families (layout without fill, tap and decap cells)]
family	Yosys count	in the layout	synth area share
simple gates	214	214	0.123
flops	194	194	0.511
mux	137	137	0.193
compound gates	108	108	0.0766
buf+inv	83	150	0.0372
xor+xnor	64	64	0.0571
fa+ha+maj	2	2	0.00255
[sequential cells by signal, summed over array words and instances (netlist names)]
signal	cells
U_APB_SlaveIntf_TIMER.PRDATA	32
U_APB_SlaveIntf_TIMER.slv_reg3	32
U_APB_SlaveIntf_TIMER.slv_reg0	32
U_TIMER.U_tim_counter.tcnt	32
U_TIMER.U_prescaler.tim_tick	1
U_TIMER.U_prescaler.counter	32
U_APB_SlaveIntf_TIMER.PREADY	1
U_APB_SlaveIntf_TIMER.slv_reg2	32
[cell usage after synthesis, types with 8 or more instances]
cell type	number	area, sq um
nand4_1	25	156
nor4_1	12	75.1
xnor2_1	32	280
nor2_1	26	97.6
a21oi_1	11	55.1
o2bb2ai_1	10	87.6
nor2b_1	12	75.1
dfrtp_1	161	4030
xor2_1	32	280
o22ai_1	8	50.1
clkbuf_1	32	120
nand3_1	51	255
edfxtp_1	33	991
mux2_2	94	1060
o31ai_1	15	113
inv_1	34	128
nand2_1	32	120
and3_1	15	93.8
mux4_2	32	721
o21ai_0	22	110
a31oi_1	11	68.8
mux2i_1	9	90.1
[power by group through the flow]
| stage | Clock (W) | Sequential, W | Combinational, W |
|---|---|---|---|
| after CTS | 0.00134 | 0.00216 | 0.000769 |
| after global routing | 0.00140 | 0.00220 | 0.000833 |
| final | 0.00131 | 0.00216 | 0.000763 |
[metrics by stage]
step	hold WS [ns]	area [sq um]	util	std cells
2_1_floorplan	0.475	9820	-	802
3_3_place_gp	0.482	10700	0.566	1097
3_5_place_dp	0.491	10700	0.566	1097
4_1_cts	0.509	11300	0.594	1129
5_1_grt	0.523	11300	0.594	1129
6_report	0.505	11300	0.594	1129
[routing by layer]
layer / vias up / GRT usage
met3: 23 / 0.0795
met2: 216 / 0.395
met1: 3393 / 0.453
met5: - / 0
met4: 0 / 0.0470
li1: 3105 / -
Power figures rest on the tool's default switching activity, not on a simulated workload.
