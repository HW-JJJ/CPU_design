[flow/config.mk]
export PLATFORM = sky130hd
export DESIGN_NAME = APB_MASTER
export DESIGN_NICKNAME = APB_MASTER
export VERILOG_FILES = /design/flow/design.v
export SDC_FILE = /design/flow/constraint.sdc
export NUM_CORES = 4
export LEC_CHECK = 1
export CORE_AREA = 10 10 196 196
export DIE_AREA = 0 0 206 206
[flow/constraint.sdc]
current_design APB_MASTER

set clk_period 5.6
set clk_io_pct 0.2

create_clock -name clk0 -period $clk_period [get_ports {PCLK}]

set non_clock_inputs [all_inputs -no_clocks]
set_input_delay [expr $clk_period * $clk_io_pct] -clock clk0 $non_clock_inputs
set_output_delay [expr $clk_period * $clk_io_pct] -clock clk0 [all_outputs]
[flow/design.v]
`timescale 1ns / 1ps
module APB_MASTER(
    input  logic        PCLK,
    input  logic        PRESET,
    output logic [31:0] PADDR,
    output logic [31:0] PWDATA,
    output logic        PWRITE,
    output logic        PENABLE,
    output logic        PSEL0,
    output logic        PSEL1,
    output logic        PSEL2,
    output logic        PSEL3,
    input  logic [31:0] PRDATA0,
    input  logic [31:0] PRDATA1,
    input  logic [31:0] PRDATA2,
    input  logic [31:0] PRDATA3,
    input  logic        PREADY0,
    input  logic        PREADY1,
    input  logic        PREADY2,
    input  logic        PREADY3,
    input  logic        transfer,  
    output logic        ready,
    input  logic [31:0] addr,
    input  logic [31:0] wdata,
    output logic [31:0] rdata,
    input  logic        write  
    );
    logic [31:0] temp_addr_next , temp_addr_reg;
    logic [31:0] temp_wdata_next, temp_wdata_reg;
    logic        temp_write_next, temp_write_reg;
    logic        decoder_en;
    logic [ 3:0] pselx;
    assign PSEL0 = pselx[0];
    assign PSEL1 = pselx[1];
    assign PSEL2 = pselx[2];
    assign PSEL3 = pselx[3];
    typedef enum bit [1:0] {
        IDLE , 
        SETUP, 
        ACCESS 
    } apb_state_e;
    apb_state_e state, next;
    always_ff @( posedge PCLK, posedge PRESET ) begin : b
        if( PRESET ) begin
            state          <= IDLE;
            temp_addr_reg  <= 0;
            temp_wdata_reg <= 0;
            temp_write_reg <= 0 ;
        end
        else begin
            state          <= next;
            temp_addr_reg  <= temp_addr_next;
            temp_wdata_reg <= temp_wdata_next;
            temp_write_reg <= temp_write_next;
        end
    end
    always_comb begin
        next            = state;
        temp_addr_next  = temp_addr_reg;
        temp_wdata_next = temp_wdata_reg;
        temp_write_next = temp_write_reg;
        PADDR           = temp_addr_reg;
        PWDATA          = temp_wdata_reg;
        PWRITE          = 1'b0;
        PENABLE         = 1'b0;
        decoder_en      = 1'b0;
        case(state)
            IDLE : begin
                decoder_en = 1'b0;
                if(transfer) begin
                    next            = SETUP;
                    temp_addr_next  = addr;    
                    temp_wdata_next = wdata;
                    temp_write_next = write;
                end
            end
            SETUP :begin           
                decoder_en = 1'b1;
                PENABLE    = 1'b0;
                PADDR      = temp_addr_reg;
                if (temp_write_reg) begin
                    PWRITE = 1'b1;
                    PWDATA = temp_wdata_reg;
                end
                else begin
                    PWRITE = 1'b0;
                end
                next = ACCESS;
            end
            ACCESS : begin
                decoder_en = 1'b1;
                PENABLE    = 1'b1;
                PADDR      = temp_addr_reg;
                if (temp_write_reg) begin
                    PWRITE = 1'b1;
                    PWDATA = temp_wdata_reg;
                end
                else begin
                    PWRITE = 1'b0;
                end
                if (ready)
                    next  = IDLE;
            end
        endcase        
    end
    APB_Decoder U_APB_Decoder (
        .en     (decoder_en),
        .sel    (temp_addr_reg),
        .y      (pselx)
    );
    APB_Mux  U_APB_Mux(
        .sel    (temp_addr_reg),
        .d0     (PRDATA0),
        .d1     (PRDATA1),
        .d2     (PRDATA2),
        .d3     (PRDATA3),
        .r0     (PREADY0),
        .r1     (PREADY1),
        .r2     (PREADY2),
        .r3     (PREADY3),
        .rdata  (rdata),
        .ready  (ready)
    );
endmodule
module APB_Decoder (
    input  logic        en,
    input  logic [31:0] sel,
    output logic [ 3:0] y
);
    always_comb begin
        y = 4'b0;
        if (en) begin
            casex (sel)
                32'h1000_0xxx : y = 4'b0001;  
                32'h1000_1xxx : y = 4'b0010;  
                32'h1000_2xxx : y = 4'b0100;  
                32'h1000_3xxx : y = 4'b1000;  
            endcase
        end
    end
endmodule
module APB_Mux (
    input  logic [31:0] sel,
    input  logic [31:0] d0,
    input  logic [31:0] d1,
    input  logic [31:0] d2,
    input  logic [31:0] d3,
    input  logic        r0,
    input  logic        r1,
    input  logic        r2,
    input  logic        r3,
    output logic [31:0] rdata,
    output logic        ready
);
    always_comb begin
        rdata = 32'bx;
        casex (sel)
                32'h1000_0xxx : rdata = d0;
                32'h1000_1xxx : rdata = d1;
                32'h1000_2xxx : rdata = d2;
                32'h1000_3xxx : rdata = d3;
        endcase
    end
    always_comb begin
        ready = 1'bx;
        casex (sel)
                32'h1000_0xxx : ready = r0;
                32'h1000_1xxx : ready = r1;
                32'h1000_2xxx : ready = r2;
                32'h1000_3xxx : ready = r3;
        endcase
    end
endmodule
[flow/run.sh]
#!/bin/bash
# OpenROAD 26Q1-2900-gdf79404cd8, Yosys 0.63+post, stock flow scripts
make -C /OpenROAD-flow-scripts/flow DESIGN_CONFIG=/design/flow/config.mk WORK_HOME=/design/flow/orfs finish
==> results.ini <==
[status]
outcome = finished, final reports clean

[synth]
edf_count = 0
top_cell = dfrtp_1
ys_types = 39
ys_seq_frac = 0.455
common_cells = dfrtp_1, mux2_2, inv_1, mux2i_1, a21oi_1
syn-cell-area_um2 = 3740
yosys_warnings = 3
synthTopCellsByArea = dfrtp_1, mux2_2, mux2i_1
syn_avg_cell_area_um2 = 11.6
netlist_instances = 324
ys_chip_area_um2 = 3740
async_reset_ff_frac = 1.00
synth_flops = 68
ys.flop_type = dfrtp_1
top_area_frac = 0.448
synth_top_cell_by_area = dfrtp_1
ys_cells = 324

[hold_path]
hold_path.class = flop to flop
min-delay-start = state[0]$_DFF_PP1_

[sta]
min_period_ps = 4610
fin_ws_ps = 987
slew_headroom = 0.391
tns_ps = 0
hold_viol = 0
setup_viol = 0
min_period_over_period = 0.824
fin_skew_ps = 5.34
fmax_ghz = 0.217
tightest_slew_ps = 914
rsz0062_at_grt = no
maxSlewViolCount = 0

[setup_path]
critical_path_class = flop to output port
crit_path_end_kind = output port
worstReg2RegStart = state[0]$_DFF_PP1_
startpoint = temp_addr_reg[15]$_DFFE_PP0P_
rrSetupSlack_ps = 3330
crit_path_end = rdata[27]
worstSetupStartpointType = flop
r2r_cells = 3
worstPathMaxFanout = 21
r2r_end = temp_addr_reg[14]$_DFFE_PP0P_
cp.required_ps = 4480
cp.arrival_ps = 3490

[cells_and_area]
drive_above_1_share = 0.158
area_growth_pct = 103
final_core_util = 0.221
fin_cells = 1081
fill_cells = 3704

[drt]
vias = 3917
drc = 0
ant_nets = 0
drt_wl_total_um = 19500
drtIter0Drc = 87
vias_per_cell = 3.62
dr.pass1.iters = 4
wire_per_inst_um = 18.0

[floorplan]
core-area_um2 = 34400
core.rowCount = 68
io_pins = 303
chipArea_um2 = 42400
die_w_um = 206
die_y_um = 206
fp-utilization = 0.109

[job]
timing.max_cap.violations = 0
tool_warnings = 25

[clocking]
cts_root_buf = clkbuf_16
post-cts-setup-buffers = 0
tritoncts = done
h-tree-depth = 3
postCtsHoldBufs = 0
clk_pin_slew_ps = 60
clock_latency_ps = 330
cts_buffers = 9
ctsResizeCount = 0
clockBufferDepth = 2
clock_sinks = 68

[power]
vdd_drop_max_uv = 264
p_leak_nw = 2.93
power_density_nw_per_um2 = 329
total_power_w = 0.00250

[grt]
grt_overflow_total = 0
grt_max_degree = 41
antenna_found_initial = 1
grt_pass1_wl_um = 27200
first_global_vias = 4231
grt_use_total = 0.0861

[placement]
gp_congestion = 0.944
place.port_buffers = 302
place_ws_ps = 1290
dp_hpwl_um = 16000
numPlacedInstances = 1064

[final cells by class]
| cell class | instances | area [um2] | area share |
|---|---|---|---|
| multi-input combinational | 197 | 1790 | 0.235 |
| antenna | 1 | 2.50 | 0.000330 |
| tap | 455 | 569 | 0.0750 |
| timing repair buffer | 308 | 3070 | 0.404 |
| sequential | 68 | 1700 | 0.225 |
| clock buffer | 9 | 225 | 0.0297 |
| clock inverter | 7 | 98.8 | 0.0130 |
| inverter | 36 | 135 | 0.0178 |
[cell families after synthesis]
| family | after synthesis | synth area share |
|---|---|---|
| AOI/OAI and AO/OA | 68 | 0.128 |
| and+or+nand+nor | 31 | 0.0652 |
| buffers and inverters | 59 | 0.0685 |
| muxes | 98 | 0.284 |
| DFF | 68 | 0.455 |
[layer usage]
metal  routed length (um)  up-vias  track usage
li1                     -     1782            -
met1                 6940     1857       0.0918
met2                 9300      251        0.149
met5                    0        -            0
met3                 2630       27       0.0399
met4                  647        0       0.0258
[placed cells by master, fill, tap and decap left out, types with 2 or more instances in the layout]
cell type        count
mux2i_1             33
buf_4                6
a221oi_1            17
o221ai_1            14
clkbuf_16            9
mux2_2              65
o21ai_0             15
inv_1               35
nor2_1               5
a21oi_1             18
dfrtp_1             66
clkinv_4             2
bufinv_16            2
nand3_1              2
nor4_4               2
clkdlybuf4s50_1    302
nand2_1              3
nor3_1               3
[where the power goes]
group / internal, W / switching (W) / total, W / leakage (nW)
sequential: 0.000703 / 0.000164 / 0.000867 / 0.795
combinational: 0.000728 / 0.000283 / 0.00101 / 1.98
clock: 0.000392 / 0.000229 / 0.000622 / 0.156
total: 0.00182 / 0.000677 / 0.00250 / 2.93
[metrics by stage]
| step | hold WS [ps] | cell area (um2) |
|---|---|---|
| floorplan | 446 | 3740 |
| global placement | 455 | 7260 |
| detailed placement | 462 | 7260 |
| CTS | 472 | 7590 |
| global route | 495 | 7590 |
| finish | 468 | 7590 |
[worst max-delay path, cell delays in order (launching register included)]
cell	delay, ps
dfrtp_1	410
nor4b_4	420
and3_2	580
nand3_1	750
o221ai_1	460
clkdlybuf4s50_1	530
[worst min path at each step]
stage                    end  slack [ps]  cells past startpoint
6_report  state[0]$_DFF_PP1_         470                      2
5_1_grt   state[0]$_DFF_PP1_         500                      2
4_1_cts   state[0]$_DFF_PP1_         470                      2
Power figures rest on the tool's default switching activity, not on a simulated workload.
